[run.sh]
#!/bin/bash
# OpenROAD 26Q1-2900-gdf79404cd8, Yosys 0.63+post, stock flow scripts
make -C /OpenROAD-flow-scripts/flow DESIGN_CONFIG=/design/flow/config.mk WORK_HOME=/design/flow/orfs finish
[config.mk]
export PLATFORM = sky130hd
export DESIGN_NAME = phase_acc
export DESIGN_NICKNAME = phase_acc
export VERILOG_FILES = /design/flow/design.v
export SDC_FILE = /design/flow/constraint.sdc
export NUM_CORES = 4
export LEC_CHECK = 1
export CORE_UTILIZATION = 30
[constraint.sdc]
current_design phase_acc

set clk_period 12.2
set clk_io_pct 0.2

create_clock -name clk0 -period $clk_period [get_ports {clk}]

set non_clock_inputs [all_inputs -no_clocks]
set_input_delay [expr $clk_period * $clk_io_pct] -clock clk0 $non_clock_inputs
set_output_delay [expr $clk_period * $clk_io_pct] -clock clk0 [all_outputs]
[design.v]
`timescale 1ns / 1ps
module phase_acc
#(parameter M=32)
(
input signed [M-1:0] phase_step,
input clk,
input rst,
output reg signed [M-1:0] phase_out
    );
    localparam signed [M-1:0] plus_pi=32'h6487ed51;
    localparam signed [M-1:0] minus_pi = 32'h9b7812af;
    localparam signed [M-1:0] pi_by_2 = 32'h3243f6a9;
    localparam signed [M-1:0] minus_pi_by_2 = 32'hcdbc0957;
    wire  signed [M-1:0] phase1=phase_out-plus_pi;
    always @(posedge clk) begin
        if(rst==1'b1) phase_out<=32'h0;
        else begin 
            if (phase_out>=plus_pi) phase_out<=phase1-plus_pi;
            else begin
                phase_out<=phase_out+phase_step;
            end
        end
    end
endmodule
==> run_results.csv <==
group,metric,value,unit
yosys,synth-edff-count,0,
die,die-width,106.5,um
place,hpwl,6627,um
yosys,adder_share,0.1283,
yosys,ys_area,3276,um2
power,seq_power_share,0.242,
yosys,ys_cells,411,
yosys,xor_area_frac,0.1364,
routing,vias,3191,
clock_network,cts.sinks,32,
setup_path,critical_path.max_stage_delay,0.43,ns
setup_path,crit_type,"input pin to flip-flop",
final_timing,grt_setup_unrepaired,"no",
die,core_area,10460,um2
min_path,hold_class,"flip-flop to flip-flop",
final_timing,setup_viol_count_final,0,
final_timing,max_freq,182.2,MHz
clock_network,cts.repair.resized,0,
finish,finalNonFillerCells,608,
clock_network,hold_buffers,0,
clock_network,clk_pin_slew,0.07,ns
global_routing,grtUsageTotal,0.1573,
power,swShare,0.4537,
clock_network,cts_made_buffers,5,
setup_path,reg2regPathDepth,11,
power,ir_drop,0.07148,mV
power,p_comb_frac,0.668,
clock_network,tritoncts,"yes",
yosys,synthAoiAreaFrac,0.2804,
final_timing,fin_ws,6.711,ns
place,pre_cts_slack,6.397,ns
power,p_per_area,233.3,nW/um2
yosys,async_flop_share,0,
global_routing,first_global_vias,2974,
setup_path,arrival,5.64,ns
yosys,yosysWarnings,1,
global_routing,grt_pass1_wl,14410,um
yosys,synth_cells,411,
finish,final_common_cell,"clkdlybuf4s50_1",
setup_path,worst-path-stages,12,
setup_path,critPathTopFamily,"AND-OR/OR-AND gates",
clock_network,clk_path_buf_depth,2,
power,p_sw,0.0004367,W
yosys,synth_area,3276,um2
place,gp_congestion,0.8805,
outcome,status,"finished clean",
setup_path,crit_chain,"clkdlybuf4s50_1 > ha_1 > fa_1 > a211oi_1 > nor3_1 > o21ai_0 > o211ai_1 > o31ai_2 > o21ai_1 > a31oi_1 > xor2_1 > o22ai_1",
job,drv_cap,0,
global_routing,grt_max_degree,52,
finish,largest-register,"phase_out",
yosys,ys.flops,32,
finish,largest_registers,"phase_out (32)",
yosys,topCombFamilyByArea,"AND-OR/OR-AND gates",
routing,drt_iter0_drc,141,
final_timing,worst_clock_skew,0.008009,ns
routing,antenna_left,0,
finish,fill_cells,1097,
setup_path,critPathSlowestCell,"fa_1",
job,warnings,25,
yosys,synthSimpleGateAreaFrac,0.2131,
final_timing,drv_slew,0,
final_timing,hold_viol_final,0,
yosys,syn_area_per_cell,7.970,um2
clock_network,postCtsSetupBuffers,0,
setup_path,cp_num_buf_inv,1,
yosys,synth.distinct_cells,66,
routing,drcViolationCount,0,
global_routing,overflow,0,
final_timing,period_used_share,0.4500,
routing,routed_wl,8693,um
final_timing,worst_slew_pin_slew,0.5563,ns
die,initCoreUtil,0.3131,
finish,postLayoutCoreUtil,0.3943,
power,finalPower,0.0009624,W
routing,avgViaCountPerCell,5.248,
clock_network,worstSkewPairLatency,0.29,ns
clock_network,root_buffer,"clkbuf_8",
die,die_y,106.5,um
finish,drive_above_1_share,0.05297,
global_routing,antenna_found_initial,0,
die,num_rows,37,
setup_path,cp-start-kind,"input pin",
power,power_frac_clock,0.090,
place,numPortBuffers,65,
routing,first_pass_iters,4,
yosys,synth_seq_share,0.1956,
final_timing,timing.setup.tns,0,ns
clock_network,cts_max_level,2,
final_timing,post-route-min-period,5.489,ns
die,ios,66,
finish,largest_reg_flops,32,
place,dp_cells,600,
finish,layout_top_cells,"65 x clkdlybuf4s50_1, 53 x nor2_1, 37 x a21oi_1",
setup_path,endpoint_kind,"flip-flop",
die,die_area,11340,um2
setup_path,required,12.35,ns
routing,n_antenna_cell,0,
yosys,ff_type,"dfxtp_1",
setup_path,critPathMaxFanout,3,
routing,wire_per_inst,14.30,um
yosys,mux_area_frac,0.01528,
final_timing,max_slew_margin,0.6291,
min_path,whs_path_depth,2,
finish,syn_to_final_growth,25.94,%
power,leakage,1.716,nW
power,internal_power,0.0005257,W
## metal layers
| layer | routed length (um) | up-vias | track usage |
|---|---|---|---|
| li1 | - | 1637 | - |
| met3 | 357 | 7 | 0.01814 |
| met5 | 0 | - | 0 |
| met2 | 3909 | 70 | 0.2468 |
| met1 | 4383 | 1477 | 0.2407 |
| met4 | 42 | 0 | 0.01663 |
## power by group through the flow
stage | sequential [W] | combinational, W | clock, W
finish | 0.000233 | 0.000643 | 0.0000871
global route | 0.000243 | 0.000723 | 0.0000943
CTS | 0.000235 | 0.000644 | 0.0000895
## final timing paths
path,end,start,slack [ns]
worst max-delay path,phase_out[26],phase_step[0],6.71
worst min-delay path,phase_out[0],phase_out[0],0.57
worst max register to register,phase_out[26],phase_out[0],8.94
worst min register to register,phase_out[0],phase_out[0],0.57
## layout make-up
type,count,area [um2],share of cell area
clock buffers,6,82.58,0.02002
clock inverters,2,10.01,0.002426
inverters,6,22.52,0.005460
multi-input cells,359,2534,0.6142
flip-flops and latches,32,640.6,0.1553
well taps,136,170.2,0.04125
repair buffers,67,665.6,0.1614
## cell families after synthesis
logic type | after synthesis
buffers and inverters | 20
xor gates and xnor gates | 51
adders and majority gates | 33
DFF | 32
muxes | 5
AOI/OAI and AO/OA | 128
and+or+nand+nor | 142
## cell usage after synthesis, types with 3 or more instances
master	instances	area, um2
o22ai_1	3	18.77
ha_1	32	400.4
xnor2_1	28	245.2
nor2_1	53	198.9
a21oi_1	37	185.2
a21o_1	16	120.1
mux2i_1	5	50.05
buf_6	3	33.78
buf_2	3	15.01
nor3_1	9	45.04
xor2_1	23	201.4
and3_1	7	43.79
nand2b_1	9	56.30
and4_1	5	43.79
nand2_1	31	116.4
inv_1	6	22.52
dfxtp_1	32	640.6
a211oi_1	15	112.6
nor2b_1	3	18.77
o21ai_0	17	85.08
a31oi_1	3	18.77
clkbuf_1	8	30.03
nand3_1	9	45.04
o211ai_1	3	22.52
## per-stage QoR
step	cell area (um2)	hold WS, ns
after floorplan	3276	0.4909
after global placement	4033	0.5746
after detailed placement	4033	0.5723
after CTS	4125	0.5877
after global routing	4125	0.6128
final	4125	0.5714
## worst min-delay path, delay by kind of cell (launching register included)
kind	cells	cell delay (ns)
DFF	1	0.34
muxes	1	0.14
and+or+nand+nor	1	0.05
Power and IR drop assume default switching activity.
